==> design.v <==
module ALU(Ain,Bin,ALUop,out,Z);
  input [15:0] Ain, Bin;
  input [1:0] ALUop;
  output reg [15:0] out;
  output reg Z;
  always_comb begin 
    case (ALUop)    
      2'b00: out = Ain + Bin;              
      2'b01: out = Ain + (~Bin + 1'b1);    
      2'b10: out = Ain & Bin;              
      default: out = ~Bin;                 
    endcase 
    Z = (out == 16'b0) ? 1 : 0;    
  end 
endmodule
module datapath(datapath_in, vsel, writenum, write, readnum, clk, loada, loadb, shift, asel, bsel, ALUop, loads, loadc, Z_out, datapath_out);
  input [15:0] datapath_in; 
  input [2:0] writenum, readnum;
  input [1:0] shift, ALUop; 
  input vsel, write, clk, loada, loadb, asel, bsel, loads, loadc;  
  output reg [15:0] datapath_out; 
  output reg Z_out; 
  reg [15:0] data_in, data_out, aout, in, sout, Ain, Bin, out;
  reg Z; 
  regfile reg_block(.data_in(data_in), .writenum(writenum), .write(write), 
                      .readnum(readnum), .clk(clk), .data_out(data_out));
  shifter shift_block(.in(in), .shift(shift), .sout(sout));
  ALU alu_block(.Ain(Ain), .Bin(Bin), .ALUop(ALUop), .out(out), .Z(Z)); 
  always_comb begin 
    data_in = vsel ? datapath_in : datapath_out;    
    Ain = asel ? 16'b0 : aout;
    Bin = bsel ? {11'b0, datapath_in[4:0]} : sout; 
  end
  always_ff @(posedge clk) begin 
    if (loada)    
      aout <= data_out; 
    if (loadb)    
      in <= data_out; 
    if (loadc)    
      datapath_out <= out; 
    if (loads)    
      Z_out <= Z; 
  end 
endmodule 
module lab5_top(KEY,SW,LEDR,HEX0,HEX1,HEX2,HEX3,HEX4,HEX5,CLOCK_50);
  input [3:0] KEY;
  input [9:0] SW;
  output [9:0] LEDR; 
  output [6:0] HEX0, HEX1, HEX2, HEX3, HEX4, HEX5;
  input CLOCK_50;
  wire [15:0] datapath_out, datapath_in;
  wire write, vsel, loada, loadb, asel, bsel, loadc, loads;
  wire [2:0] readnum, writenum;
  wire [1:0] shift, ALUop;
  input_iface IN(CLOCK_50, SW, datapath_in, write, vsel, loada, loadb, asel, 
                 bsel, loadc, loads, readnum, writenum, shift, ALUop, LEDR[8:0]);
  datapath DP ( .clk         (~KEY[0]),  
                .readnum     (readnum),
                .vsel        (vsel),
                .loada       (loada),
                .loadb       (loadb),
                .shift       (shift),
                .asel        (asel),
                .bsel        (bsel),
                .ALUop       (ALUop),
                .loadc       (loadc),
                .loads       (loads),
                .writenum    (writenum),
                .write       (write),  
                .datapath_in (datapath_in),
                .Z_out       (LEDR[9]),
                .datapath_out(datapath_out)
             );
  sseg H0(datapath_out[3:0],   HEX0);   
  sseg H1(datapath_out[7:4],   HEX1);
  sseg H2(datapath_out[11:8],  HEX2);
  sseg H3(datapath_out[15:12], HEX3);
  assign HEX4 = 7'b1111111;   
  assign HEX5 = 7'b1111111;   
endmodule
module input_iface(clk, SW, datapath_in, write, vsel, loada, loadb, asel, bsel, 
                   loadc, loads, readnum, writenum, shift, ALUop, LEDR);
  input clk;
  input [9:0] SW;
  output [15:0] datapath_in;
  output write, vsel, loada, loadb, asel, bsel, loadc, loads;
  output [2:0] readnum, writenum;
  output [1:0] shift, ALUop;
  output [8:0] LEDR;
  wire sel_sw = SW[9];  
  wire [15:0] datapath_in_next = sel_sw ? {8'b0,SW[7:0]} : datapath_in;
  vDFF #(16) DATA(clk,datapath_in_next,datapath_in);
  wire [8:0] ctrl_sw;
  wire [8:0] ctrl_sw_next = sel_sw ? ctrl_sw : SW[8:0];
  vDFF #(9) CTRL(clk,ctrl_sw_next,ctrl_sw);
  assign {readnum,vsel,loada,loadb,shift,asel,bsel,ALUop,loadc,loads,writenum,write}={
           ctrl_sw[3:1], ctrl_sw[4], ctrl_sw[5], ctrl_sw[6], 
           ctrl_sw[2:1], ctrl_sw[3], ctrl_sw[4], ctrl_sw[6:5], ctrl_sw[7], ctrl_sw[8],  
           ctrl_sw[3:1], ctrl_sw[0]    
  };
  assign LEDR = sel_sw ? ctrl_sw : {1'b0, datapath_in[7:0]};  
endmodule         
module vDFF(clk,D,Q);
  parameter n=1;
  input clk;
  input [n-1:0] D;
  output [n-1:0] Q;
  reg [n-1:0] Q;
  always @(posedge clk)
    Q <= D;
endmodule
module sseg(in,segs);
  input [3:0] in;
  output [6:0] segs;
  always_comb begin
    case (in)
      4'h0: segs = 7'b1000000;  
      4'h1: segs = 7'b1111001;  
      4'h2: segs = 7'b0100100;  
      4'h3: segs = 7'b0110000;  
      4'h4: segs = 7'b0011001;  
      4'h5: segs = 7'b0010010;  
      4'h6: segs = 7'b0000010;  
      4'h7: segs = 7'b1111000;  
      4'h8: segs = 7'b0000000;  
      4'h9: segs = 7'b0010000;  
      4'hA: segs = 7'b0001000;  
      4'hB: segs = 7'b0000011;  
      4'hC: segs = 7'b1000110;  
      4'hD: segs = 7'b0100001;  
      4'hE: segs = 7'b0000110;  
      4'hF: segs = 7'b0001110;  
      default: segs = 7'b1111111;  
    endcase
  end
endmodule
module regfile(data_in,writenum,write,readnum,clk,data_out);
  input [15:0] data_in;
  input [2:0] writenum, readnum;
  input write, clk;
  output reg [15:0] data_out;
  wire [7:0] write_out, read_out;                
  reg [15:0] R0, R1, R2, R3, R4, R5, R6, R7;     
  decode38 decode_write(writenum, write_out);    
  decode38 decode_read(readnum, read_out);       
  always_comb begin 
    data_out = 16'b0;
    case (read_out)  
      8'b00000001: data_out = R0; 
      8'b00000010: data_out = R1;  
      8'b00000100: data_out = R2; 
      8'b00001000: data_out = R3; 
      8'b00010000: data_out = R4; 
      8'b00100000: data_out = R5; 
      8'b01000000: data_out = R6; 
      default: data_out = R7; 
    endcase 
  end
  always_ff @(posedge clk) begin 
    if (write) begin    
      case (write_out) 
        8'b00000001: R0 <= data_in; 
        8'b00000010: R1 <= data_in; 
        8'b00000100: R2 <= data_in; 
        8'b00001000: R3 <= data_in; 
        8'b00010000: R4 <= data_in;
        8'b00100000: R5 <= data_in; 
        8'b01000000: R6 <= data_in;
        default: R7 <= data_in; 
      endcase
    end 
  end
endmodule
module decode38(input [2:0] a, output reg [7:0] b);
    always_comb begin
        b = 8'b00000000;   
        b = 1 << a;        
    end
endmodule
module shifter(in,shift,sout);
  input [15:0] in;  
  input [1:0] shift;  
  output reg [15:0] sout;  
  always_comb begin
    case (shift)
      2'b00: sout = in;  
      2'b01: sout = in << 1;  
      2'b10: sout = in >> 1;  
      2'b11: sout = {in[15], in[15:1]};  
      default: sout = 16'b0000000000000000;
    endcase
  end    
endmodule      
==> run.sh <==
#!/bin/bash
# OpenROAD 26Q1-2900-gdf79404cd8, Yosys 0.63+post, stock flow scripts
make -C /OpenROAD-flow-scripts/flow DESIGN_CONFIG=/design/flow/config.mk WORK_HOME=/design/flow/orfs finish
==> config.mk <==
export PLATFORM = sky130hd
export DESIGN_NAME = lab5_top
export DESIGN_NICKNAME = lab5_top
export VERILOG_FILES = /design/flow/design.v
export SDC_FILE = /design/flow/constraint.sdc
export NUM_CORES = 4
export LEC_CHECK = 1
export CORE_UTILIZATION = 30
==> constraint.sdc <==
current_design lab5_top

set clk_period 2.4
set clk_io_pct 0.2

create_clock -name clk0 -period $clk_period [get_ports {CLOCK_50}]

set non_clock_inputs [all_inputs -no_clocks]
set_input_delay [expr $clk_period * $clk_io_pct] -clock clk0 $non_clock_inputs
set_output_delay [expr $clk_period * $clk_io_pct] -clock clk0 [all_outputs]
==> out/results.txt <==
CTS buffer count: 3
Worst setup SP type: input port
FP Rows: 71
Syn Inst Count: 979
# setup viols final: 0
Vias: 7,510
Avg Vias per Cell: 4.97
IO Count: 67
GP Congestion: 0.904
peak supply drop: 0.267 mV
final wirelength: 26.3 mm
Critical Path RT: 1.92 ns
Post-DP HPWL: 19.0 mm
drt wl/cell: 17.4 um
headroom to the max-slew limit: 42.8%
# diodes: 0
area growth from synthesis to layout: 9.55%
crit-path max FO: 10
DRC errors left: 0
yosys simple share: 10.8%
Die X: 199 um
clock tree buffer depth: 2
Period minus WS final: 2.24 ns
Top cell excl fill/tap: edfxtp_1
Mux cell area share: 9.45%
Adder Area Share: 6.13%
Port Buffer Count: 49
Cell Area, Placed: 12,700 um2
crit path DAT: 1.76 ns
vias in the first global route: 7,620
root buffer cell: clkbuf_16
Init Core Util: 30.8%
Yosys cell types: 87
largest net degree at the start of global routing: 105
final hold vios: 0
max-cap violation count: 0
DRT antenna net count: 0
First-pass DRT Iterations: 5
die area: 39,700 um2
RSZ-0062 raised after global routing: no
syn avg cell area: 11.9 um2
post-synthesis sequential area ratio: 54.7%
endpoints left unconstrained: 411
GRT Overall Usage: 14.3%
initial DRC count: 336
Tool Warnings: 64
Yosys reg bits: 222
Dominant flop cell: edfxtp_1
CTS tree: built
proportion of synthesized flip-flops having asynchronous set or reset: 0%
CTS H-tree depth: 1
Worst-Margin Slew: 0.858 ns
Synthesis Warnings: 25
min setup slack post-route: 0.163 ns
final period utilization: 93.2%
status: completed
Place WS: -0.109 ns
Crit. End Element: primary output
Dominant combinational family: AND-OR/OR-AND gates
GRT overflow: 0
Lkg Pwr: 4.65 nW
aoi share: 13.4%
fin area: 12,800 um2
mapped cell area: 11,700 um2
register pins left without a clock: 205
WS Path Type: input port to primary output
clk slew on worst S/H paths: 0.05 ns
first-pass GRT wire length: 41.6 mm
fmax: 447 MHz
Hold WC Path Type: input port to register
layout cell share with drive strength beyond 1: 9.80%
max-slew violation count: 0
post-CTS setup buffers: 0
cells in synth_stat.txt: 979
Design Power: 3.06 mW
initial antenna violation count: 1
most instantiated logic cells after routing: edfxtp_1 (194), nand2_1 (75), nor2_1 (65)
pwr dens: 240 nW/um2
number of enable flip-flop cells: 194
YS chip area: 11,700 um2
core area: 37,900 um2
Post-Synth XOR/XNOR Area: 0.901%
Die Y: 199 um
setup TNS: 0 ns
==> final cells by class <==
cell class,instances,area (um2)
inverters,51,194
clock buffers,3,75.1
fillers,3751,25100
repair buffers,73,686
well taps,511,639
clock inverters,1,5.00
flip-flops and latches,222,6390
multi-input cells,650,4800
==> cells in the mapped netlist (9+ instances only) <==
cell type / n / share of area, %
a211oi_1: 9 / 0.58
a21o_1: 9 / 0.58
a21oi_1: 51 / 2.2
a31oi_1: 15 / 0.80
buf_1: 9 / 0.29
buf_2: 17 / 0.73
buf_4: 17 / 1.1
clkbuf_1: 25 / 0.80
dfxtp_1: 28 / 4.8
edfxtp_1: 194 / 50
ha_1: 54 / 5.8
inv_1: 47 / 1.5
mux2_2: 35 / 3.4
mux2i_1: 46 / 3.9
mux4_2: 10 / 1.9
nand2_1: 75 / 2.4
nand2b_1: 11 / 0.59
nand3_1: 10 / 0.43
nor2_1: 65 / 2.1
nor2b_1: 31 / 1.7
nor3_1: 20 / 0.86
o211ai_1: 15 / 0.96
o21ai_0: 30 / 1.3
o221ai_1: 10 / 0.75
==> stage by stage <==
step	hold slack (ns)	cells	utilization (%)
after floorplan	0.579	992	-
after global placement	1.06	1507	33.5
after detailed placement	1.07	1507	33.5
after CTS	0.790	1511	33.7
after global routing	0.795	1511	33.7
final	0.790	1511	33.7
==> metal layers <==
metal	vias to the layer above	wire, um	GRT usage (%)
li1	3644	-	-
met1	3563	11300	19.9
met2	274	12100	22.1
met3	27	2380	5.35
met4	2	564	2.59
met5	-	11	0
==> path summary, 6_finish.rpt <==
kind / startpoint / to / slack, ns / cells after the start
min: SW[9] / IN.DATA.Q[0] / 0.79 / 2
max: SW[9] / LEDR[1] / 0.16 / 4
==> state kept, by name (all words and copies together), names as in the netlist, 16 cells and up <==
name	flops
DP.reg_block.R3	16
DP.in	16
DP.reg_block.R6	16
DP.reg_block.R0	16
DP.reg_block.R4	16
DP.reg_block.R2	16
DP.reg_block.R7	16
DP.datapath_out	16
DP.reg_block.R1	16
DP.aout	16
DP.reg_block.R5	16
==> cells by family (layout without fill, tap and decap cells) <==
family,count (synthesis),count (layout)
other,1,14
adders and majority gates,56,56
buffers and inverters,120,128
xor gates and xnor gates,12,12
DFF,222,222
AOI/OAI and AO/OA,221,221
and+or+nand+nor,255,255
muxes,92,92
==> where the power goes <==
part	total, mW	leakage (nW)	switching (mW)	internal (mW)
registers	0.819	2.06	0.0452	0.774
clock network	0.345	0.0409	0.121	0.224
logic	1.90	2.55	1.17	0.730
total	3.06	4.65	1.34	1.73
==> worst max-delay path, cell delays in order <==
cell	delay, ns
dlygate4sd2_1	0.28
buf_12	0.15
mux2_2	0.40
clkdlybuf4s50_1	0.43
==> timing repair <==
item                       in CTS  in global routing
hold buffers                    0                  0
setup endpoints to repair       7                  0
gates resized                   2                  0
Power figures rest on the tool's default switching activity, not on a simulated workload.
